**flow/design.v**
```verilog
module vga_controller  
(
	input clk , reset_n,  
	input [2:0]	switches,
	output hsync , vsync , video_on,
	output [2:0] RGB ,
	output reg [10:0] pixel_x,pixel_y  
);
	localparam visibleAreaX = 	11'd 800 ;
	localparam visibleAreaY = 	11'd 600 ;
	localparam frontPorchX 	= 	11'd 40 ;
	localparam frontPorchY 	= 	11'd 1 ;
	localparam syncPulseX 	= 	11'd 128 ;  
	localparam syncPulseY 	= 	11'd 4 ;    
	localparam backPorchX 	= 	11'd 88 ;
	localparam backPorchY 	= 	11'd 23 ;
	localparam wholeLine 	= 	11'd 1056;
	localparam wholeFrame 	= 	11'd 628;
	always @(posedge clk , negedge reset_n)
		if (!reset_n)
			pixel_x <= 0 ;
		else if (pixel_x == wholeLine - 1)
			pixel_x <= 0 ;
		else
			pixel_x <= pixel_x + 1 ;
	assign hsync = (pixel_x >= visibleAreaX + frontPorchX - 1   &&  pixel_x < visibleAreaX + frontPorchX + syncPulseX - 1 );  
	always @(posedge clk , negedge reset_n)
		if (!reset_n)
			pixel_y <= 0 ;
		else if (pixel_x == wholeLine - 1 && pixel_y == wholeFrame - 1)
			pixel_y <= 0 ;
		else if (pixel_x == wholeLine - 1)
			pixel_y <= pixel_y + 1 ;
		assign vsync = ( pixel_y >= visibleAreaY + frontPorchY - 1   &&  pixel_y < visibleAreaY + frontPorchY + syncPulseY - 1 );
		assign video_on = ( pixel_x < visibleAreaX  && pixel_y < visibleAreaY );
		assign RGB = video_on ? switches : 3'b000 ;	
endmodule
```
**flow/run.sh**
```bash
#!/bin/bash
# OpenROAD 26Q1-2900-gdf79404cd8, Yosys 0.63+post, stock flow scripts
make -C /OpenROAD-flow-scripts/flow DESIGN_CONFIG=/design/flow/config.mk WORK_HOME=/design/flow/orfs finish
```
**flow/config.mk**
```make
export PLATFORM = sky130hd
export DESIGN_NAME = vga_controller
export DESIGN_NICKNAME = vga_controller
export VERILOG_FILES = /design/flow/design.v
export SDC_FILE = /design/flow/constraint.sdc
export NUM_CORES = 4
export LEC_CHECK = 1
export CORE_AREA = 10 10 110 110
export DIE_AREA = 0 0 120 120
```
**flow/constraint.sdc**
```tcl
current_design vga_controller

set clk_period 3.3
set clk_io_pct 0.2

create_clock -name clk0 -period $clk_period [get_ports {clk}]

set non_clock_inputs [all_inputs -no_clocks]
set_input_delay [expr $clk_period * $clk_io_pct] -clock clk0 $non_clock_inputs
set_output_delay [expr $clk_period * $clk_io_pct] -clock clk0 [all_outputs]
```
==> run summary <==
P&R area growth vs syn = 45.14%
Mean post-synth cell area = 9.531 um^2
Clock power frac = 37.0%
R2r worst-path depth = 5
Min Clock Period, post-route = 2.971 ns
Die Area = 14400 um^2
Max-area cell share = 46.96%
Register share after synthesis = 46.96%
Port-buffer cells = 32
Ratio of cells with drive above 1 in the final layout = 5.128%
Reg2reg end = pixel_y[10]
YS chip area = 1172 um^2
Sw power = 92.11 uW
Setup slack after layout = 0.3292 ns
CORE AREA = 9774 um^2
Netlist cell types = 31
CTS root buffer = clkbuf_8
Vias = 1032
Rows = 36
Ant. Diodes = 0
Starting DRC count in detailed routing = 64
Setup Crit Path Kind = flip-flop to output port
Clock latency on the worst-skew pair = 0.26 ns
Yosys warns = 1
Post-Route Utilization = 17.41%
CP cell instances = or3_1 > a32o_1 > nor4_2 > and2_1 > clkdlybuf4s50_1
Initial antenna violation count = 0
Post-synth EDFFs = 0
Fin area = 1702 um^2
FMAX = 336.6 MHz
FP Util = 11.99%
Reg2Reg Setup Slack = 1.21 ns
Lkg Pwr = 0.0006441 uW
Crit-path max cell delay = 0.47 ns
DRC viols = 0
Biggest area cells = dfrtp_1 47%, xnor2_1 6.0%, nand3_1 5.1%
CP Capture Point = RGB[1]
Pin count of the biggest net entering global routing = 23
Routed vias/inst = 3.571
Clk sinks = 22
Power per cell area = 265.4 nW/um^2
Worst vdd rail ir drop = 0.1313 mV
CP Max Fanout = 7
Hold Fails Final Rpt = 0
Die Y-Extent = 120 um
Final ANT Viol Nets = 0
Die width = 120 um
Status = completed
CP Capture Type = output port
Global placement routability congestion = 0.7974
CTS Buf Count = 3
Post-Syn Area = 1172 um^2
Slew margin rel. = 71.68%
#FFs+latches synth = 22
Global-route wire length before repair = 5547 um
Final setup vio count = 0
Overall routed net length = 3396 um
Hold crit path type = flip-flop to flip-flop
P_int = 359.5 uW
Post-DP Area = 1654 um^2
Yosys cell count = 123
Bufs on Longest Clock Path = 2
Critical path's slowest cell = clkdlybuf4s50_1
Clock-pin slew on the worst setup and hold paths = 0.07 ns
Slew Limit Fails = 0
Worst Setup Start Kind = flip-flop
Critical path required time = 2.64 ns
Post-route clock period utilization = 90.02%
CP arrival = 2.31 ns
Synth Flop Type = dfrtp_1
CTS tree = yes
Tool warnings = 25
DP Worst Slack = 0.4493 ns
Io pins = 33
Vias in the first global route = 968
RSZ-0062 raised after global routing = no
Syn Inst Count = 123
Grt ovf = 0
Logic pwr share = 3.4%
Flop pwr share = 59.6%
Switch share = 20.40%
Crit path launch = pixel_x[6]
DP HPWL = 2530 um
Area leader, netlist = dfrtp_1
Maxcap violations = 0
Reg2reg start = pixel_x[0]
GRT Total Usage = 4.602%
Synth async-reset ratio = 100.0%
Worst slew pin tran = 0.4210 ns
H-tree levels = 1
Postcts setup bufs = 0
First drt pass iteration count = 6
Clk_skew = 0.005400 ns
Post-DR wirelength/cell = 11.75 um
Post-route setup TNS = 0 ns
==> critical path: cells and delay by family, from the launching register on <==
kind                   cells  cell delay [ns]
buffers and inverters      1             0.47
DFF                        1             0.45
AOI/OAI and AO/OA          1             0.29
and+or+nand+nor            3             0.85
==> how the worst min path moves through the flow <==
stage,start,endpoint,slack (ns),depth (start not counted)
finish,pixel_x[0],pixel_x[0],0.52,1
global route,pixel_x[0],pixel_x[0],0.57,1
CTS,pixel_x[0],pixel_x[0],0.52,1
==> registers in the layout, summed over array words and instances, names as in the netlist <==
register,cells
pixel_x,11
pixel_y,11
==> logic make-up after synthesis <==
family	after synthesis	synth area share, %
muxes	2	1.708
AOI/OAI and AO/OA	17	8.751
xor gates and xnor gates	12	8.965
DFF	22	46.96
adders and majority gates	2	2.134
buffers and inverters	7	2.667
and+or+nand+nor	61	28.82
==> stage by stage <==
step / total power (uW) / std cells / hold WS [ns]
final: 451.6 / 289 / 0.5238
after global routing: 471.7 / 289 / 0.5747
after CTS: 461.2 / 289 / 0.5206
after detailed placement: 290.7 / 286 / 0.5064
after global placement: 290.3 / 286 / 0.4959
after floorplan: 275.6 / 123 / 0.3644
==> cell usage after synthesis (2+ instances only) <==
| cell | instances |
|---|---|
| xor2_1 | 4 |
| nand2_1 | 12 |
| inv_1 | 3 |
| o21ai_0 | 3 |
| nand4_1 | 3 |
| or3_1 | 3 |
| xnor2_1 | 8 |
| ha_1 | 2 |
| nor3_1 | 2 |
| dfrtp_1 | 22 |
| mux2i_1 | 2 |
| nor4_1 | 4 |
| and3_1 | 2 |
| and2_1 | 7 |
| a21oi_1 | 8 |
| nor2_1 | 8 |
| or3b_1 | 2 |
| buf_2 | 3 |
| a31oi_1 | 2 |
| nand3_1 | 12 |
==> area by class of cell <==
class                   count  area [um^2]
clock buffers               3        41.29
fillers                  1078         8073
inverters                   3        11.26
multi-input cells          94        596.8
flip-flops and latches     22        550.5
well taps                 133        166.4
repair buffers             34        335.3
==> repair_timing <==
action / in CTS / in global routing
hold buffers: 0 / 0
setup endpoints to repair: 0 / 3
resized: 0 / 1
hold endpoints to repair: 0 / 0
==> power groups by stage <==
stage	sequential (uW)	clock (uW)	combinational [uW]
final	269	167	15.2
after global routing	269	185	17.7
after CTS	269	176	16.1
==> metal layers <==
layer / track usage (%) / up-vias / part of all wire, %
li1: - / 507 / -
met1: 6.352 / 483 / 44
met2: 7.084 / 37 / 45
met3: 1.238 / 5 / 8.3
met4: 0.9804 / 0 / 2.3
met5: 0 / - / 0
==> placed cells by master, fill, tap and decap left out, drive strengths merged, types with 3 or more instances in the layout <==
cell type,netlist,routed
inv,3,3
nand4,3,3
nor3,3,3
xor2,4,4
xnor2,8,8
nor4,4,4
a21oi,8,8
nand3,12,12
or3,3,3
nor2,8,8
and2,8,8
clkbuf,1,3
o21ai,3,3
clkdlybuf4s50,0,32
nand2,12,12
dfrtp,22,22
No activity file was given, so power comes from the tool's default toggle rates.
