[config.mk]
export PLATFORM = sky130hd
export DESIGN_NAME = TX
export DESIGN_NICKNAME = TX
export VERILOG_FILES = /design/flow/design.v
export SDC_FILE = /design/flow/constraint.sdc
export NUM_CORES = 4
export LEC_CHECK = 1
export CORE_AREA = 10 10 83 83
export DIE_AREA = 0 0 93 93
[constraint.sdc]
current_design TX

set clk_period 1.7
set clk_io_pct 0.2

create_clock -name clk0 -period $clk_period [get_ports {clk}]

set non_clock_inputs [all_inputs -no_clocks]
set_input_delay [expr $clk_period * $clk_io_pct] -clock clk0 $non_clock_inputs
set_output_delay [expr $clk_period * $clk_io_pct] -clock clk0 [all_outputs]
[design.v]
module Counter_4bits
(
	input reset,clk,
	output en,
	output reg [3:0] Q
);
	always @(posedge clk ,negedge reset)
		if (!reset) begin
			Q <= 4'd0;
			end
		else if (Q == 4'd9) begin
			Q <= 4'd0;
			end
		else begin
			Q <= Q + 4'd1;
			end
	assign en = (Q == 9);
endmodule
module Counter_8bits
(
	input reset,clk,
	output reg [7:0] Q
);
	always @(posedge clk , negedge reset)
		if (!reset)
			Q <= 8'd0;
		else
			Q <= Q + 8'd1 ;
endmodule
module MUX
(
	input [9:0] in,
	input [3:0] sel,
	output out
);
	assign out = in[sel];
endmodule
module TX
(
	input reset, clk,
	output tx
);
	wire [3:0] Q4;
	wire [7:0] Q8;
	wire [0:9]frame;
	assign frame = {1'b1,Q8,1'b0};
	MUX mux1 
	(
		.in(frame),
		.sel(Q4),
		.out(tx)
	);
	Counter_4bits count4
	(
		.reset(reset),
		.clk(clk),
		.en(en),
		.Q(Q4)
	);
	Counter_8bits count8
	(
		.reset(reset),
		.clk(en),
		.Q(Q8)
	);
endmodule
[run.sh]
#!/bin/bash
# OpenROAD 26Q1-2900-gdf79404cd8, Yosys 0.63+post, stock flow scripts
make -C /OpenROAD-flow-scripts/flow DESIGN_CONFIG=/design/flow/config.mk WORK_HOME=/design/flow/orfs finish
==> out/results.env <==
STATUS='finished with violations'
VIOLATIONS='negative setup slack'
ANTENNA_VIOLATIONS_BEFORE_REPAIR=0
WORSTPATHCELLLIST='mux2_4 -> a221oi_4 -> o31ai_2 -> buf_2'
WORST_SETUP_HOLD_PATH_CLK_SLEW_NS=0.03
TIMING_WORST_SLEW_PIN_VALUE_NS=0.514
ASYNCSETRESETFLOPFRACSYNTH=1.00
LAYOUT-AREA-OVERHEAD-VS-SYNTH_PCT=37.2
PLACED_CELLS=124
YS_SEQ_SHARE=0.511
RELSLEWSLACK=0.656
CLOCK.LATENCY.LATE_PIN_NS=0.21
TRITONCTS='yes'
CTS.PATH.MAX_BUFFERS=2
GRT_FIRST_PASS_WIRELENGTH_MM=1.81
WORST_IR_DROP_VDD_uV=192
GRT_START_MAX_NET_PINS=13
GLOBALROUTETOTALUTIL=0.0242
SYN-CELL-AREA_UM2=588
PRE_PLACE_UTIL=0.114
NUMBER_OF_GLOBAL_ROUTE_VIAS_BEFORE_REPAIR=418
FINAL_ANTENNA_NET_COUNT=0
REGTOREGSTARTPOINT='count4.Q[2]'
CTS-HTREE-LEVELS=1
FINALHOLDVIOLCOUNT=0
SUM_OF_ROUTED_WIRE_LENGTH_OVER_ALL_LAYERS_MM=1.08
FINALWORSTPATHREQUIREDPERIOD_NS=1.73
CRITPATHLAUNCH='count4.Q[1]'
FIN_UTIL=0.157
CP_DATA_ARRIVAL_TIME_NS=1.39
AVERAGE_ROUTED_WIRE_PER_STANDARD_CELL_UM=8.21
WORST_SLACK_NS=-0.0271
FP.DIEAREA_UM2=8650
FP.DIEW_UM=93
CRIT_PATH_MAX_FANOUT=3
TIMING.CRITICAL_PATH.BUF_INV=1
CRIT_PATH_TOP_DELAY_CELL='sky130_fd_sc_hd__dfrtp_2'
POST_SYNTH_NUM_CELL_TYPES=25
DETAILED_ROUTE_DRC_ERROR_COUNT=0
POWER.SWITCHING_uW=52.2
CORE_AREA_UM2=5140
POST_ROUTE_CELLS_DRIVE_ABOVE_1_SHARE=0.344
NUM_VIAS=409
HPWLAFTERDP_UM=735
SYNTH-EDFF-COUNT=0
TIMING.CRITICAL_PATH.REQUIRED_NS=1.36
POST_SYNTH.CELL_AREA_AVG_UM2=11.8
RSZ0062_AT_GRT='true'
PWR_DENSITY_CELL_nW_PER_UM2=373
IO_PINS=3
TIMING.FMAX_MHz=579
FINAL.PERIOD_UTILIZATION=1.02
SYNTH-CELLS-YOSYS=50
SEQ_POWER_SHARE=0.319
CRITPATHLAUNCHTYPE='flop'
ROUTABILITYCONGESTION=0.843
ANTENNA_CELLS_INSERTED=0
FIN_SKEW_NS=0.000458
CAP_VIOL_MAX_COUNT=0
NUMBER_OF_REGISTER_PINS_THAT_NO_CLOCK_REACHES=8
PWR-SHARE-CLK=0.658
TOTAL_POWER_uW=301
CHIPHEIGHT_UM=93
CRITICAL_PATH.ENDPOINT_TYPE='output port'
NUMBER_OF_UNCONSTRAINED_ENDPOINTS=8
TOTAL_TOOL_WARNING_COUNT=27
LEAKAGE_nW=0.316
TOTAL_OF_FLIP_FLOPS_PLUS_LATCHES_AFTER_SYNTHESIS=12
PORT-BUFFER-COUNT=2
SYN_INST=50
SETUP_VIOL_COUNT_FINAL=1
SYNTH-WARNING-COUNT=3
CLK_ROOT_BUFFER_CELL='sky130_fd_sc_hd__clkbuf_8'
INITIALDRTVIOLATIONCOUNT=5
YS.FLOP_TYPE='sky130_fd_sc_hd__dfrtn_1'
NUM_ROWS=26
YOSYS_AREA_UM2=588
POWER_SWITCHING_SHARE=0.173
DRT-PASS1-ITER-COUNT=2
CELL_INTERNAL_POWER_uW=249
SETUP.WORST_PATH.CLASS='flop to output port'
VIASPERCELL=3.12
MAXSLEWVIOLCOUNT=0
LAYOUT.CELLS.NON_FILLER=131
CRITICAL_PATH.MAX_STAGE_DELAY_NS=0.42
POWER_FRAC_COMB=0.024
TYPE_OF_THE_WORST_MIN_DELAY_PATH='input port to async pin'
PRECTSSETUPSLACK_NS=-0.170
OVERFLOW=0
CP_TOP_FAMILY='flip-flops'
TRITONCTS.NUM_BUFFERS=3
==> cells by family (layout without fill, tap and decap cells) <==
logic type,Yosys count,count (layout),share of synthesized area
buffers and inverters,4,15,0.0511
AOI/OAI and AO/OA,7,7,0.102
muxes,3,3,0.0638
and+or+nand+nor,16,16,0.147
xor gates and xnor gates,7,7,0.104
DFF,12,12,0.511
adders and majority gates,1,1,0.0213
==> path summary, 6_finish.rpt <==
kind	to	slack, ns	cells after the start
setup / recovery	tx	-0.03	4
hold / removal	count4.Q[3]	0.48	1
setup reg to reg	count4.Q[3]	0.48	4
hold reg to reg	count4.Q[3]	0.62	1
max in group asynchronous	count4.Q[1]	0.85	1
min in group clk0	count4.Q[3]	0.62	1
==> power groups by stage <==
| stage | clock network, mW | logic, mW | registers [mW] |
|---|---|---|---|
| 6_report | 0.198 | 0.00710 | 0.0959 |
| 5_1_grt | 0.212 | 0.00844 | 0.0958 |
| 4_1_cts | 0.203 | 0.00759 | 0.0959 |
==> flip-flops by register name (all words and copies together) (netlist names) <==
name and flops:
count4.Q 4, count8.Q 8
==> placed cells by master, fill, tap and decap left out, types with 2 or more instances in the layout <==
cell                       Yosys  final
sky130_fd_sc_hd__dfrtn_1       8      8
sky130_fd_sc_hd__buf_4         0      6
sky130_fd_sc_hd__xnor2_1       5      5
sky130_fd_sc_hd__nand2_1       5      4
sky130_fd_sc_hd__clkbuf_8      0      3
sky130_fd_sc_hd__nand3_1       2      2
sky130_fd_sc_hd__xor2_1        2      2
sky130_fd_sc_hd__nand2b_1      2      2
sky130_fd_sc_hd__o21bai_1      2      2
sky130_fd_sc_hd__inv_1         2      2
sky130_fd_sc_hd__dfrtp_2       0      2
sky130_fd_sc_hd__dfrtp_1       4      2
sky130_fd_sc_hd__buf_6         2      2
==> synthesized netlist by cell type, types with 2 or more instances <==
library cell / n / area (µm²)
sky130_fd_sc_hd__nand3_1: 2 / 10.0
sky130_fd_sc_hd__nand2b_1: 2 / 12.5
sky130_fd_sc_hd__nor2b_1: 2 / 12.5
sky130_fd_sc_hd__buf_6: 2 / 22.5
sky130_fd_sc_hd__xor2_1: 2 / 17.5
sky130_fd_sc_hd__o21bai_1: 2 / 15.0
sky130_fd_sc_hd__dfrtn_1: 8 / 200
sky130_fd_sc_hd__nand2_1: 5 / 18.8
sky130_fd_sc_hd__inv_1: 2 / 7.51
sky130_fd_sc_hd__xnor2_1: 5 / 43.8
sky130_fd_sc_hd__dfrtp_1: 4 / 100
==> stage by stage <==
step	TNS [ns]	instance area (µm²)	hold slack (ns)
6_report	-0.0271	807	0.475
5_1_grt	-0.104	807	0.524
4_1_cts	-0.0438	772	0.491
3_5_place_dp	-0.170	703	0.553
3_3_place_gp	-0.171	703	0.552
2_1_floorplan	0	588	0.0444
==> per-layer routing <==
layer | up-vias | part of all wire | GRT usage
li1 | 195 | - | -
met1 | 210 | 0.49 | 0.0331
met3 | 0 | 0.041 | 0.00727
met5 | - | 0 | 0
met4 | 0 | 0 | 0.00386
met2 | 4 | 0.47 | 0.0374
==> cell type report <==
cell class / instances / area, µm²
well taps: 70 / 87.6
clock buffers: 3 / 41.3
flip-flops and latches: 12 / 303
fillers: 574 / 4330
inverters: 2 / 7.51
multi-input cells: 34 / 285
repair buffers: 10 / 82.6
==> timing repair <==
item	4_1_cts	5_1_grt
pin swaps	2	3
buffers inserted	4	0
gates cloned	0	0
gates resized	5	7
hold buffers	0	0
setup endpoints to repair	1	1
No activity file was given, so power comes from the tool's default toggle rates.
