**run.sh**
```bash
#!/bin/bash
# OpenROAD 26Q1-2900-gdf79404cd8, Yosys 0.63+post, stock flow scripts
make -C /OpenROAD-flow-scripts/flow DESIGN_CONFIG=/design/flow/config.mk WORK_HOME=/design/flow/orfs finish
```
**config.mk**
```make
export PLATFORM = sky130hd
export DESIGN_NAME = TX2
export DESIGN_NICKNAME = TX2
export VERILOG_FILES = /design/flow/design.v
export SDC_FILE = /design/flow/constraint.sdc
export NUM_CORES = 4
export LEC_CHECK = 1
export CORE_AREA = 10 10 73 73
export DIE_AREA = 0 0 83 83
```
**constraint.sdc**
```tcl
current_design TX2

set clk_period 2.8
set clk_io_pct 0.2

create_clock -name clk0 -period $clk_period [get_ports {clk}]

set non_clock_inputs [all_inputs -no_clocks]
set_input_delay [expr $clk_period * $clk_io_pct] -clock clk0 $non_clock_inputs
set_output_delay [expr $clk_period * $clk_io_pct] -clock clk0 [all_outputs]
```
**design.v**
```verilog
module TX2
(
	input clk , reset,
	output tx
);
	reg [3:0] Q4;
	wire en;
	always @(posedge clk , negedge reset)
		if (~reset)
			Q4 <= 4'd0;
		else if (Q4 == 4'd9)
			Q4 <= 4'd0;
		else
			Q4 <= Q4 + 4'd1;
	assign en = (Q4 == 9) ;
	reg [7:0] Q8;
	always @(posedge en , negedge reset)
		if (~reset)
			Q8 <= 8'd0;
		else
			Q8 <= Q8 + 8'd1;
	wire [0:9] frame ;
	assign frame = {1'b1,Q8[7:0],1'b0};
	assign tx = frame[Q4];
endmodule
```
==> notes.md <==
Implementation status.

- The worst min-delay path category is flop to flop.
- By instance count after routing, the leading logic cell types are sky130_fd_sc_hd__dfrtn_1 (8), sky130_fd_sc_hd__xnor2_1 (5), sky130_fd_sc_hd__ha_1 (5).
- The timing report gives the clock slew at the launch and capture registers of the worst setup and hold paths as 0.04 ns.
- The largest individual stage delay along the critical path comes from the cell sky130_fd_sc_hd__mux4_2.
- The number of setup buffers added after CTS is 0.
- The total of buffers placed on input and output ports is 2.
- Per the timing report, the achievable frequency comes out to 383 MHz.
- The analysis attributes to cell leakage a power of 0.305 nW.
- Clock skew on the completed layout was measured at about 0.007 ns.
- The number of CTS-inserted buffers is 3.
- The critical path endpoint has a required time of between 2 and 2.5 ns.
- Including well taps, the total number of placed cells is 102.
- The share of synthesized cell area in and-or and or-and compound cells is 0.0790.
- The worst VDD IR drop from the latest analysis is ~120 uV.
- Per the post-synthesis report, the number of cells in the design is around 53.
- The area growth from synthesis to layout is 19.3%.
- The cell sequence reported for the critical path is inv_1 > ha_1 > mux4_2 > nand2_1 > o2bb2ai_1 > clkdlybuf4s50_1.
- The total internal power is 0.151 mW.
- The portion of synthesized area spent on multiplexers is 0.0541.
- The max-capacitance violation count is 0.
- The final max-slew violation count is 0.
- The H-tree depth is 1.
- The post-detailed-route count of antenna-violating nets is 0.
- Per the Yosys statistics, synthesis produced 53 cells.
- According to the timing report, the arrival time at the worst endpoint equals 2.05 ns.
- The number of unconstrained endpoints is 8.
- Summed over all routing layers, the global router reports a total usage of 0.0252.
- The chip area from the yosys synthesis statistics is 602 sq um.
- The kind of critical path is flop to output port.
- After the first detailed-routing iteration, the DRC count stood at 14.
- Along the worst path, the maximum fanout reaches 4.
- The number of setup violations in the final report is 0.
- The post-synthesis share of cell area spent on full adders, half adders and majority gates is 0.104.
- The final weighted congestion in routability-driven placement is 0.763.
- After detailed routing, the total wire length is 898 um.
- The longest clock path from root to sink contains 2 buffers.
- The met2 routing resource usage after global routing is 0.0370.
- The post-synthesis average cell area is between 10 and 15 sq um.
- The share of the Yosys chip area taken by registers is 0.499.
- The chip occupies ~7000 sq um.
- The worst hold margin is 0.578 ns.
- Of the total synthesized cell area, the portion taken by XOR and XNOR cells is 0.102.
- Counting distinct cell types in the post-synthesis netlist gives 23.
- The top cell type's share of synthesized area is 0.333.
- The number of detailed-route iterations in the first pass is 4.
- The post-layout period usage of the worst path is 0.933.
- The synthesis report lists the Yosys warning total as 1.
- The count of standard-cell rows is 22.
- Per the OpenROAD floorplan log, the area of the core is around 3700 sq um.
- The number of logged tool warnings is 26.
- The synthesis report lists the most area-consuming cells as sky130_fd_sc_hd__dfrtn_1 (33%), sky130_fd_sc_hd__dfrtp_1 (17%), sky130_fd_sc_hd__ha_1 (10%), sky130_fd_sc_hd__xnor2_1 (7.3%), sky130_fd_sc_hd__mux4_2 (3.7%).
- The count of unresolved DRC violations after routing is 0.
- The fraction of the mapped netlist area in simple logic gates is 0.129.
- As reported, the later end of the worst-skew pair has a clock insertion delay of roughly 0.22 ns.
- Measured along the y axis, the die boundary spans 83 um.
- The post-detailed-route wirelength per cell is 8.55 um.
- The global-route wire length before repair is 1560 um.
- The clock root buffer is sky130_fd_sc_hd__clkbuf_8.
- The switching part of the total power is 0.188.
- After clock tree synthesis, the repair step resized 0 gates.
- The register share of total power is 0.312.
- For this block, the via count after detailed routing is about 380.
- The timer found 8 register pins that no clock reaches; their paths are not timed.
- The area of the mapped netlist is between 600 and 700 sq um.
- The proportion of layout cells with a drive suffix above 1 is 0.0877.
- The number of primary I/O pins is 3.
- The most common logic cell in the final layout is sky130_fd_sc_hd__dfrtn_1.
- Entering global routing, the biggest net connects 13 pins.
- The areal power density over the cells is 259 nW/um^2.
- The capturing element type of the critical path is an output port.
- The worst path in the final design needs a cycle of 2.61 ns, including I/O delays and setup.
- The switching power is 0.0351 mW.
- Leaving out filler cells and counting taps, the final layout contains between 100 and 150.
- The clock tree from TritonCTS is done.
- The diode insertion count for antenna repair is 0.
- met1 track demand over resource after global routing is 0.0342.
- The die width is about 83 um.
- For this run, the slowest stage of the critical path takes 0.51 ns.
- The via-per-instance ratio is 3.59.
- The share of power burned in the clock network is 0.665.
- The HPWL reported at the end of detailed placement is around 700 um.
- The flow ran to the end, and the final reports show no timing, DRC or antenna violations.
- In the final timing run, aggregate negative setup slack is 0 ns.
- The worst setup path is launched from a flop.
- The normalized max-slew margin is 0.654.
- The count of hold buffers inserted by post-cts repair is 0.
- Setup repair after global routing left no endpoint under its margin.
- The floorplan-stage core utilization is 0.161.
- On met3, the global router reports a usage of 0.00787.
- The overall overflow remaining after global route is 0.
- The number of antenna violations at the first check in global routing is 0.
- The via count of the first global-routing pass is 366.
- The biggest combinational cell group after synthesis is simple AND/OR/NAND/NOR gates.
- The number of failing hold endpoints at the final stage is 0.
- Of the total power, combinational logic draws 0.023.
- The layer with the highest usage after global routing is met2.
- The synthesis stat section lists a flop and latch total of 12.
- The pin closest to its max-slew limit shows a slew of 0.517 ns.
- Per the synthesis report, the dominant area consumer among library cells is sky130_fd_sc_hd__dfrtn_1.
[cells in the mapped netlist (all sizes together)]
cell type and number:
dfrtn 8, ha 5, xnor2 5, dfrtp 4
inv 4, nand2 4, nand3 3, nor2 3
a21oi 2, nand2b 2, xor2 2, a22oi 1
a32o 1, and2 1, and3 1, buf 1
mux2i 1, mux4 1, o21ai 1, o22ai 1
o2bb2ai 1, or2 1
[sequential cells by signal, indices dropped and copies added, names as in the netlist]
name,cells
Q4,4
Q8,8
[critical path: cells and delay by family, from the launching register on]
kind,cells,cell delay [ns]
compound gates,1,0.06
fa+ha+maj,1,0.33
buf+inv,2,0.49
flops,1,0.39
mux,1,0.51
simple gates,1,0.07
[routing by layer]
| metal | routed length [um] | vias up | part of all wire |
|---|---|---|---|
| met1 | 461 | 178 | 0.51 |
| met3 | 32 | 2 | 0.036 |
| met2 | 377 | 7 | 0.42 |
| li1 | - | 190 | - |
| met4 | 27 | 0 | 0.030 |
| met5 | 0 | - | 0 |
[cells by family after synthesis]
kind of cell	Yosys count
adders and majority gates	5
muxes	2
buffers and inverters	5
xor gates and xnor gates	7
AOI/OAI and AO/OA	7
DFF	12
and+or+nand+nor	15
[power groups by stage]
stage | Sequential [mW] | Combinational, mW | Clock (mW)
after global routing | 0.0581 | 0.00532 | 0.132
final | 0.0582 | 0.00433 | 0.124
after CTS | 0.0582 | 0.00465 | 0.126
[stage by stage]
| step | worst slack, ns | area (sq um) | util | total power [mW] |
|---|---|---|---|---|
| 6_report | 0.188 | 718 | 0.192 | 0.186 |
| 5_1_grt | 0.0650 | 718 | 0.192 | 0.195 |
| 4_1_cts | 0.158 | 718 | 0.192 | 0.189 |
| 3_5_place_dp | 0.396 | 677 | 0.181 | 0.0635 |
| 3_3_place_gp | 0.403 | 677 | 0.181 | 0.0634 |
| 2_1_floorplan | 0.905 | 602 | - | 0.0589 |
[worst paths after layout]
check,cells after the start,slack (ns),endpoint,startpoint
setup / recovery,6,0.19,tx,Q4[1]$_DFF_PN0_
hold / removal,1,0.58,Q4[3]$_DFF_PN0_,Q4[3]$_DFF_PN0_
setup reg to reg,5,1.43,Q4[1]$_DFF_PN0_,Q4[1]$_DFF_PN0_
hold reg to reg,1,0.58,Q4[3]$_DFF_PN0_,Q4[3]$_DFF_PN0_
max in group asynchronous,1,1.76,Q4[2]$_DFF_PN0_,reset
min in group asynchronous,1,0.69,Q4[0]$_DFF_PN0_,reset
[cell type report]
cell class,count,area [sq um]
fill,418,3030
sequential,12,300
multi-input combinational,36,282
tap,48,60.1
clock buffer,3,41.3
timing repair buffer,2,20.0
inverter,4,15.0
Power figures rest on the tool's default switching activity, not on a simulated workload.
